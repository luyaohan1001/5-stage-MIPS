[config.mk]
export PLATFORM = sky130hd
export DESIGN_NAME = branch_target_predictor_buffer
export DESIGN_NICKNAME = branch_target_predictor_buffer
export VERILOG_FILES = /design/flow/design.v
export SDC_FILE = /design/flow/constraint.sdc
export NUM_CORES = 4
export LEC_CHECK = 1
export CORE_UTILIZATION = 40
[constraint.sdc]
current_design branch_target_predictor_buffer

set clk_period 15.9
set clk_io_pct 0.2

create_clock -name clk0 -period $clk_period [get_ports {clk}]

set non_clock_inputs [all_inputs -no_clocks]
set_input_delay [expr $clk_period * $clk_io_pct] -clock clk0 $non_clock_inputs
set_output_delay [expr $clk_period * $clk_io_pct] -clock clk0 [all_outputs]
[design.v]
`timescale 1ns/1ns
module branch_target_predictor_buffer(
    input clk,
    input reset,   
    input [31:0] branching_addressF,
    input access,
    input update,          
    input [31:0] branchUpdatePC,
    input [31:0] branchUpdateTarget,
    output found,
    output [31:0] predictPC,
    output reg [1:0] state
);
reg [33:0] entries [63:0];   
parameter N = 2'b00;
parameter NT = 2'b01;
parameter TN = 2'b10;
parameter T = 2'b11;
wire [5:0] entry_addr = update ? (branchUpdatePC[7:0] >> 2) : (branching_addressF[7:0] >> 2);
assign predictPC = (access) ? entries[entry_addr][31:0] : 32'b0;
assign found = (entries[entry_addr][31:0] != -1) && access;
integer i;
always @(posedge clk or posedge reset) begin
    if (reset) begin
        for (i = 0; i < 64; i = i + 1) begin
            entries[i] <= -34'd1;   
        end
    end else begin
        if (update) begin
            case (entries[entry_addr][33:32])
                N: begin
                    if (found)
                        entries[entry_addr][33:32] <= NT;
                    else
                        entries[entry_addr][33:32] <= N;
                end
                NT: begin
                    if (found)
                        entries[entry_addr][33:32] <= TN;
                    else
                        entries[entry_addr][33:32] <= N;
                end
                TN: begin
                    if (found)
                        entries[entry_addr][33:32] <= T;
                    else
                        entries[entry_addr][33:32] <= NT;
                end
                T: begin
                    if (found)
                        entries[entry_addr][33:32] <= T;
                    else
                        entries[entry_addr][33:32] <= TN;
                end
            endcase
        end
        if (update) begin
            entries[entry_addr][31:0] <= branchUpdateTarget;  
        end
        state <= entries[entry_addr][33:32];
    end
end
endmodule
[run.sh]
#!/bin/bash
# OpenROAD 26Q1-2900-gdf79404cd8, Yosys 0.63+post, stock flow scripts
make -C /OpenROAD-flow-scripts/flow DESIGN_CONFIG=/design/flow/config.mk WORK_HOME=/design/flow/orfs finish
==> out/results.tsv <==
metric	value	unit
outcome	finished, violations left	
violated checks	max-slew violations	
Synthesis Warnings	2	
cell with the largest stage delay on the worst path	a222oi_1	
Root Driver	clkbuf_16	
TritonRoute pass-1 iters	13	
I/O pin count	135	
count of instances resized after the clock tree is built	0	
hold path startpoint	entries[63][33]$_DFFE_PP1P_	
Final GP Congestion	1.058	
category of the worst setup path capture point	output pin	
Max Root-Sink Buffers	3	
detailed-route wire length	520.1	mm
setup repair bufs after CTS	0	
final setup violation count	0	
fraction of final layout cells with drive strength greater than 1	66.51	%
worst ir drop on vdd	0.1258	mV
post-synth tally of flip-flops with integrated enable	2	
cell count after synthesis	7769	
dominant cell type by count on the critical path	nand4_1	
post-layout period usage of the worst path	90.89	%
Syn-to-layout area delta	13.64	%
pin count of the biggest net entering global routing	136	
worst path arrival time	11.27	ns
dominant synthesized flop cell	dfstp_2	
kind of cell with the highest combined delay on the critical path	simple AND/OR/NAND/NOR gates	
Cells on Worst Hold Path	2	
Cell Int Power	0.01079	W
via/cell ratio	6.968	
length in cells of the worst reg-to-reg path	11	
final antenna-violating net count	0	
worst-case headroom to the max-slew limit	-2.890	%
sequential share of the synthesized area	56.26	%
worst hold endpoint	entries[63][33]$_DFFE_PP1P_	
switching portion of total power	26.32	%
final routed DRC violation total	0	
average footprint of a synthesized cell	13.09	sq um
fillcell total	21750	
first-pass GRT wire length	692.8	mm
cell area reported after detailed placement	0.1080	sq mm
Non-Filler Cell Area, Final	0.1156	sq mm
count of cell instances traversed by the critical path	14	
class of the most critical hold timing path	flip-flop to flip-flop	
number of cell instances after yosys synthesis	7769	
GR Overflow Total	0	
worst flop-to-flop path startpoint	entries[3][2]$_DFFE_PP1P_	
RR Endpoint	entries[16][32]$_DFFE_PP1P_	
critical path class	input port to output pin	
Sequential Power Share	50.5	%
Crit path required time	12.72	ns
most frequent logic cells in the routed design	2176 x dfstp_2, 2048 x mux2_2, 609 x a22oi_1	
Netlist cell types	76	
maximum fanout count along the critical path	64	
drt initial violations	8452	
hold-fix buffer count after cts	0	
CP cell instances	clkbuf_8, buf_12, nand3_1, a222oi_1, buf_4, a22oi_1, nand4_1, a211oi_1, a31oi_1, nand4_1, or4_2, o21ai_4, inv_1, clkdlybuf4s50_1	
Pre-Place Util	40.36	%
most frequent logic cell in the layout	dfstp_2	
Combinational Power Share	12.9	%
asr flop ratio synth	99.91	%
transition at the pin with the smallest max-transition slack	1.543	ns
CTS H-Tree Depth	4	
switching power summed over all nets	0.003854	W
maximum clock frequency	0.06920	GHz
worst clock skew	0.05690	ns
standard-cell row count	184	
cts bufs inserted	225	
leakage power of the design	44.95	nW
vias in the first global route	76520	
chip area line of the yosys report	0.1017	sq mm
detailed placement HPWL	315.6	mm
register bit count reported by yosys	2178	
port buffer count	82	
average wire per cell in the routed design	45.82	um
TritonCTS clock tree	done	
CP Launch Type	input port	
pins over their slew limit	3	
Post-Syn Area	0.1017	sq mm
total die area	0.2564	sq mm
Final Hold Fails	0	
setup repair after global routing missed its margin	no	
via count of the routed design	79090	
number of sinks handled by clock tree synthesis	2178	
Fin Setup TNS	0	ns
clock latency on the worst-skew pair	0.92	ns
Core Box Area	0.2521	sq mm
floorplan die height	506.3	um
initial antenna violation count	79	
Power Dens Cells	126.7	mW/mm^2
number of maximum-capacitance violations	0	
CP peak stage delay	1.23	ns
x dimension of the die	506.3	um
Worst Path Buf+Inv	5	
internal reg-to-reg setup slack	10.28	ns
Total Routing Usage GR	42.50	%
post-layout minimum cycle time	14.45	ns
Clk pwr share	36.7	%
Reg clk slew, reported paths	0.06	ns
total number of warnings across the stage logs	121	
-- cell families (layout without fill, tap and decap cells) --
kind of cell    Yosys count  in the layout  share of synthesized area [%]
compound gates         1820           1820                          13.38
xor+xnor                  1              1                       0.008611
buf+inv                 843            969                          3.326
flops                  2178           2178                          56.26
mux                    2053           2053                          22.72
other cells               0            108                              0
simple gates            874            874                          4.307
-- synth_stat cells (all sizes together) (50+ instances only) --
cell type	number	share of area (%)
o22ai	140	0.87
buf	238	1.1
dfstp	2176	56
a221oi	77	0.66
o21ai	227	1.1
nand4	80	0.49
nand2	232	0.86
o221ai	80	0.69
and2	60	0.37
a22oi	614	4.5
mux2	2048	23
a221o	50	0.49
clkbuf	597	2.2
nand3	87	0.43
a21oi	127	0.69
nor2	206	0.76
a222oi	65	0.64
a22o	151	1.3
o211ai	77	0.57
-- routing by layer --
| layer | GRT usage [%] | routed length, um | vias up |
|---|---|---|---|
| li1 | - | - | 29550 |
| met4 | 30.51 | 48680 | 131 |
| met2 | 53.20 | 202800 | 6159 |
| met3 | 34.03 | 95780 | 2153 |
| met5 | 9.185 | 3173 | - |
| met1 | 47.08 | 169700 | 41090 |
-- flip-flops by register name, indices dropped and copies added (netlist names) --
register  cells
state         2
entries    2176
-- tightest hold or removal path: stages (launching register included) --
cell and delay, ns:
dfstp_2 0.37, nand2_1 0.05, o211ai_1 0.08
-- area by class of cell --
class                      count  area, sq um  area share [%]
sequential                  2178        57230           49.51
multi-input combinational   4748        42070           36.39
clock buffer                 352         6743           5.832
timing repair buffer         557         4425           3.828
tap                         3348         4189           3.623
clock inverter                52        638.1          0.5520
antenna                      108        270.3          0.2338
inverter                       8        33.78         0.02922
-- stage by stage --
| step | utilization (%) | setup WS [ns] | hold WS (ns) | total power [W] | cells |
|---|---|---|---|---|---|
| 5_1_grt | 45.78 | 1.842 | 0.5113 | 0.01504 | 11280 |
| 3_5_place_dp | 42.82 | 2.427 | 0.4933 | 0.009262 | 10840 |
| 6_report | 45.86 | 1.449 | 0.4996 | 0.01464 | 11350 |
| 3_3_place_gp | 42.82 | 2.261 | 0.4880 | 0.009178 | 10840 |
| 2_1_floorplan | - | -21.54 | 0.4733 | 0.008564 | 7769 |
| 4_1_cts | 45.75 | 2.415 | 0.5016 | 0.01459 | 11240 |
-- how the worst max path moves through the flow --
stage | start | end | slack [ns]
after CTS | update | found | 2.42
after global routing | update | found | 1.84
final | update | found | 1.45
-- power groups by stage --
stage	Clock, W	Sequential [W]	Combinational, W
after CTS	0.00539	0.00737	0.00182
after global routing	0.00559	0.00749	0.00196
final	0.00537	0.00739	0.00189
Power and IR drop assume default switching activity.
